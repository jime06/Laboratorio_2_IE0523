### design.v
module laboratorio2(
  input clk,
  input reset,
  input tarjeta_recibida,
  input tipo_de_tarjeta,
  input [15:0] pin,
  input [4:0] digito,
  input digito_stb,  
  input tipo_trans,
  input [31:0] monto,
  input monto_stb,
  output reg balance_actualizado,
  output reg entregar_dinero,
  output reg fondos_insuficientes,
  output reg pin_incorrecto,
  output reg bloqueo,
  output reg advertencia
);
  reg [63:0] balance;
  reg [2:0] contador_pin; 
  reg [15:0] pin_usuario;  
  reg [1:0] intentos_pin;
  reg [5:0] state;
  reg [5:0] next_state;
  parameter esperando_tarjeta = 0;  
  parameter esperando_pin = 1;
  parameter usuario_identificado = 2;
  parameter deposito = 3;
  parameter retiro = 4;
  parameter bloqueado = 5;
  always @(posedge clk) begin
    if (!reset)begin
      state <= next_state;
    end
    else begin
      state <= esperando_tarjeta;
    end
  end
  always @(*)begin
    case(state)
      esperando_tarjeta:
      begin
        if(tarjeta_recibida == 1) begin
          if (tipo_de_tarjeta == 1) begin
            balance = balance - 1000;
            next_state = esperando_tarjeta;
          end
          else begin
            balance_actualizado = 0;
            entregar_dinero = 0;
            fondos_insuficientes = 0;
            pin_incorrecto = 0;
            bloqueo = 0;
            advertencia = 0;
            contador_pin = 0;
            pin_usuario = 0;
            intentos_pin = 0;
            next_state = esperando_pin; 
          end
        end
        else begin
          next_state = esperando_tarjeta;
          balance <= 0;
        end
      end
      esperando_pin:
      begin
        if(digito_stb) begin
          pin_usuario = {pin_usuario, digito};  
          contador_pin = contador_pin + 1;
          next_state = esperando_pin;  
        end
        else begin
          next_state = esperando_pin;
        end
        if(contador_pin == 4) begin
          if(pin_usuario == pin)begin
            pin_usuario = 0;
            contador_pin = 0;  
            next_state = usuario_identificado;
          end
          else begin
            contador_pin = 0;
            intentos_pin = intentos_pin + 1;
            pin_incorrecto = 1;  
            if(intentos_pin == 2)begin
              advertencia = 1;
              next_state = esperando_pin;
            end
            else if(intentos_pin == 3) 
              next_state = bloqueado;
            else
              next_state = esperando_pin;
          end
        end
        else begin
          next_state = esperando_pin;  
        end
      end
      usuario_identificado:
      begin
        if(tipo_trans) 
          next_state = retiro;
        else
          next_state = deposito;
      end
      deposito:
      begin
        if (monto_stb) begin
          balance = balance + monto;
          balance_actualizado = 1;
          next_state = esperando_tarjeta;
        end
        else
          next_state = deposito;
      end
      retiro:
      begin
        if (monto_stb) begin
          if (balance > monto) begin
            balance = balance + -monto;
            balance_actualizado = 1;
            entregar_dinero = 1;
            next_state = esperando_tarjeta;
          end
          else begin
            fondos_insuficientes = 1;
            next_state = esperando_tarjeta;
          end
        end
      end
      bloqueado:
      begin
        bloqueo = 1;
        next_state = bloqueado;
      end
      default:
      begin
        next_state = esperando_tarjeta;
      end      
    endcase
  end
endmodule
### run.sh
#!/bin/bash
# OpenROAD 26Q1-2900-gdf79404cd8, Yosys 0.63+post, stock flow scripts
make -C /OpenROAD-flow-scripts/flow DESIGN_CONFIG=/design/flow/config.mk WORK_HOME=/design/flow/orfs finish
### config.mk
export PLATFORM = sky130hd
export DESIGN_NAME = laboratorio2
export DESIGN_NICKNAME = laboratorio2
export VERILOG_FILES = /design/flow/design.v
export SDC_FILE = /design/flow/constraint.sdc
export NUM_CORES = 4
export LEC_CHECK = 1
export CORE_UTILIZATION = 30
### constraint.sdc
current_design laboratorio2

set clk_period 1.0
set clk_io_pct 0.2

create_clock -name clk0 -period $clk_period [get_ports {clk}]

set non_clock_inputs [all_inputs -no_clocks]
set_input_delay [expr $clk_period * $clk_io_pct] -clock clk0 $non_clock_inputs
set_output_delay [expr $clk_period * $clk_io_pct] -clock clk0 [all_outputs]
==> reports/qor.csv <==
stage;metric;value;unit
logic_synthesis;most common flop cell mapped by yosys;dlxtn_1;
worst_setup_path;largest incremental delay on the critical path;0.51;ns
worst_setup_path;kind of critical path;input pin to flip-flop;
placement;HPWL after detailed placement;25400;um
floorplan;initial standard-cell utilization of the core;0.307;
logic_synthesis;mux share;0.0255;
global_routing;number of antenna violations at the first check in global routing;0;
timing;setup repair after global routing missed its margin;no;
job;maxcap violations;0;
job;count of warning messages emitted by the tools;58;
routing;vias per inst;5.86;
logic_synthesis;Yosys top cell by area;dlxtn_1;
clock_tree;CTS clk-pin slew, worst paths;0.03;ns
worst_setup_path;Critical Path Start;reset;
logic_synthesis;number of library cell types mapped by synthesis;88;
worst_setup_path;cell-by-cell listing of the critical path;clkdlybuf4s50_1 -> nor2b_1;
worst_setup_path;Buffers & Inverters on Critical Path;1;
clock_tree;Root Driver;clkbuf_16;
clock_tree;total of hold buffers inserted after clock tree synthesis;0;
global_routing;all-layer global routing usage;0.203;
timing;Final Hold Viols;0;
logic_synthesis;dominant combinational cell family by area after synthesis;AND-OR/OR-AND gates;
routing;routed metal-1 wire length;15700;um
worst_setup_path;CP arrival;0.77;ns
timing;final count of negative-setup-slack endpoints;0;
logic_synthesis;simple-gate share of the synthesized area;0.277;
timing;Final Cycle Share;0.662;
clock_tree;total clock buffers created by CTS;3;
floorplan;number of I/O pins;66;
routing;number of detailed-routing iterations run before antenna repair;5;
clock_tree;H-tree depth;1;
logic_synthesis;number of enable-type register cells in the synthesized netlist;0;
worst_setup_path;sort of element at the end of the critical path;flip-flop;
logic_synthesis;area fraction in compound gates after synthesis;0.320;
routing;antenna-violating nets left;0;
routing;DRC violation count after routing;0;
worst_setup_path;Crit path depth;2;
worst_setup_path;gate family responsible for the most delay along the worst path;buffers and inverters;
floorplan;site row count;65;
timing;minimum hold slack;0.585;ns
placement;placement-stage worst setup slack;0.123;ns
routing;Met3 Routed Length;2730;um
timing;accumulated negative setup slack;0;ns
power_and_ir_drop;total power after layout;0.00383;W
global_routing;first-pass GRT wire length;54300;um
logic_synthesis;XOR/XNOR share of the synthesized area;0.0688;
run_status;status;finished clean;
timing;fin crit period;0.662;ns
worst_setup_path;Max FO, Critical Path;3;
routing;detailed-routed wire length on met2;14400;um
timing;Fmax;1510;MHz
clock_tree;Gates resized, CTS repair;0;
power_and_ir_drop;power per standard cell area;354;nW/um2
routing;wire length after detailed routing;33300;um
timing;max-slew violation total from the final report;0;
worst_setup_path;crit path max-delay cell type;clkdlybuf4s50_1;
power_and_ir_drop;standby leakage power;4.33;nW
routing;number of diodes;0;
floorplan;floorplan die area;33400;um2
layout;highest-count logic cell in the final layout;nor2_1;
placement;Port Buffers;65;
timing;number of unconstrained endpoints;100;
worst_setup_path;required time reported for the critical path endpoint;1.11;ns
global_routing;residual overflow from global routing;0;
routing;total number of vias;10900;
worst_hold_path;class of the most critical hold timing path;input pin to flip-flop;
routing;Iteration-0 DRC Markers;997;
layout;Top cells excl fill/tap;165 x nor2_1, 106 x a21oi_1, 94 x dlxtn_1, 92 x nand2_1, 81 x inv_1;
worst_setup_path;kind of start point of the critical path;input pin;
layout;fraction of layout instances using a drive strength above 1;0.0476;
floorplan;Core Footprint;31900;um2
layout;synth-to-layout area growth;10.4;%
routing;routed len/inst;17.9;um
logic_synthesis;fraction of post-synthesis cell area in the top cell type by area;0.144;
logic_synthesis;Synth area leaders;dlxtn_1 14%, ha_1 8.7%, nor2_1 6.3%;
logic_synthesis;Mapped Cells;1437;
worst_setup_path;capture point of the critical path;state[2];
logic_synthesis;register bit count reported by yosys;97;
logic_synthesis;mean post-synth cell area;6.82;um2
power_and_ir_drop;maximum VDD drop;443;uV
worst_hold_path;hold wc startpoint;reset;
layout;count of non-filler cells in the finished layout;1865;
global_routing;pin count of the biggest net entering global routing;65;
logic_synthesis;Yosys Chip Area;9800;um2
floorplan;die y size;183;um
routing;top metal layer carrying routed signals;met4;
logic_synthesis;adder-cell share of the synthesized area;0.0909;
timing;worst setup margin;0.338;ns
timing;worst relative slew slack;0.411;
clock_tree;clock tree from TritonCTS;built;
clock_tree;Post-CTS Setup Repair Bufs;0;
timing;actual slew at the worst max-slew pin;0.879;ns
clock_tree;clock tree buffer depth;2;
timing;number of register pins that no clock reaches;94;
placement;Placer Congestion;0.971;
global_routing;via count of the first global-routing pass;10200;
logic_synthesis;count of instantiated cells in the yosys netlist;1437;
floorplan;die span in x;183;um
logic_synthesis;asr flop ratio synth;0;
logic_synthesis;number of synthesis warnings;317;
placement;number of instances in the placed design;1861;
logic_synthesis;post-synthesis instance area;9800;um2
[worst min path at each step]
| stage | endpoint | slack, ns | cells after the start |
|---|---|---|---|
| final | state[0] | 0.59 | 2 |
| after CTS | state[0] | 0.59 | 2 |
| after global routing | state[0] | 0.62 | 2 |
[stage by stage]
step	utilization	cell area [um2]
2_1_floorplan	-	9800
3_3_place_gp	0.337	10700
3_5_place_dp	0.337	10700
4_1_cts	0.340	10800
5_1_grt	0.340	10800
6_report	0.340	10800
[logic make-up after synthesis]
kind of cell    count (synthesis)
simple gates                  538
compound gates                461
buf+inv                       169
latches                        94
xor+xnor                       77
fa+ha+maj                      70
mux                            25
flops                           3
[cells in the mapped netlist (all sizes together), types with 6 or more instances]
| master | n |
|---|---|
| nand2b | 20 |
| nand4 | 28 |
| nor2 | 168 |
| inv | 82 |
| nor3 | 42 |
| or4 | 11 |
| and2 | 8 |
| and3 | 18 |
| a31oi | 17 |
| buf | 29 |
| mux2i | 25 |
| a221o | 8 |
| a211o | 6 |
| a221oi | 25 |
| dlxtn | 94 |
| or3 | 17 |
| o22ai | 48 |
| o221a | 11 |
| a22oi | 11 |
| o31ai | 18 |
| ha | 68 |
| or2 | 12 |
| o211ai | 24 |
| clkbuf | 58 |
| a21oi | 106 |
| nor4 | 37 |
| a211oi | 18 |
| xor2 | 31 |
| nand3 | 45 |
| o32ai | 6 |
| nor2b | 20 |
| o21ai | 78 |
| a21o | 12 |
| a21boi | 7 |
| o21bai | 13 |
| xnor2 | 46 |
| nand2 | 95 |
| o21a | 7 |
[registers in the layout, summed over array words and instances, names as in the netlist, 2 cells and up]
| signal | count |
|---|---|
| balance | 64 |
| contador_pin | 3 |
| intentos_pin | 2 |
| next_state | 3 |
| pin_usuario | 16 |
| state | 3 |
[report_power, final]
group          switching, W  leakage (nW)  internal (W)
sequential        0.0000807         0.751      0.000326
combinational       0.00172          3.54       0.00107
clock              0.000101        0.0382      0.000525
[area by class of cell]
class	count	area, um2
multi-input combinational	1171	7690
tap	435	544
timing repair buffer	76	733
clock buffer	4	78.8
inverter	82	308
fill	3434	21100
sequential	97	1470
[layer usage]
layer | GRT usage | up-vias
li1 | - | 5345
met1 | 0.304 | 5089
met2 | 0.313 | 462
met3 | 0.0326 | 38
met4 | 0.0286 | 0
met5 | 0 | -
Power and IR drop assume default switching activity.
