==> ./design.v <==
module atm  
	    (    
	    CLK,
	    RESET,
	    TARJETA_RECIBIDA,
	    PIN,
	    DIGITO,
	    DIGITO_STB,
	    TIPO_TRANS,
	    MONTO,
	    MONTO_STB,
	    BALANCE_ACTUALIZADO,
	    ENTREGAR_DINERO,
	    FONDOS_INSUFICIENTES,
	    PIN_INCORRECTO,
	    ADVERTENCIA,
	    BLOQUEO
    	    );
input
	CLK,
	RESET,
	TARJETA_RECIBIDA,
	DIGITO_STB,
	TIPO_TRANS,
	MONTO_STB;
input [15:0] PIN;
input [3:0] DIGITO;
input [31:0] MONTO;
output	 
	BALANCE_ACTUALIZADO,
	ENTREGAR_DINERO,
	FONDOS_INSUFICIENTES,
	PIN_INCORRECTO,
	ADVERTENCIA,
	BLOQUEO;
wire
	CLK,
	RESET,
	TARJETA_RECIBIDA,
	DIGITO_STB,	 
	TIPO_TRANS,
	MONTO_STB;	 
wire [15:0] PIN;	 
wire [3:0] DIGITO;	 
wire [31:0] MONTO;	 
reg
	BALANCE_ACTUALIZADO,
	ENTREGAR_DINERO,
	FONDOS_INSUFICIENTES,
	PIN_INCORRECTO,
	ADVERTENCIA,
	BLOQUEO;
reg [63:0] BALANCE;	 
reg [1:0] Intentos_PIN;	 
reg [2:0] Contador_PIN;	 
reg [15:0] PIN_usuario;	 
reg [5:0] estado_actual;
reg [5:0] prox_estado;
always @(posedge CLK) begin
	if (~RESET) begin
		estado_actual	<=	6'b000001;
	end else begin
		estado_actual  	<=	prox_estado;
	end
end
always @(*) begin
	case (estado_actual)
		6'b000001:
		begin
			if (TARJETA_RECIBIDA == 1) begin
				BALANCE_ACTUALIZADO	=	0;
				ENTREGAR_DINERO		=	0;
				FONDOS_INSUFICIENTES	=	0;
				PIN_INCORRECTO		=	0;
				ADVERTENCIA		=	0;
				BLOQUEO			=	0;
				PIN_usuario		=	'0;
				Contador_PIN		=	'0;
				Intentos_PIN		=	'0;
				prox_estado	=	6'b000010;
			end else begin
				prox_estado	=	6'b000001;
				BALANCE		<=	'0;
			end
		end
		6'b000010:
		begin
			if (DIGITO_STB) begin
				PIN_usuario = {PIN_usuario, DIGITO}; 
				Contador_PIN = Contador_PIN + 1;  
				prox_estado = 6'b000010;
			end else begin
				prox_estado = 6'b000010;
			end
			if (Contador_PIN == 4) begin
				if (PIN_usuario == PIN) begin
					PIN_usuario = '0;
					Contador_PIN = 0;  
					prox_estado = 6'b001000;
				end else begin
					Contador_PIN = 0;  
					Intentos_PIN = Intentos_PIN + 1;
					PIN_INCORRECTO = 1;
					if (Intentos_PIN == 2) begin
						ADVERTENCIA = 1;
						prox_estado = 6'b000010;
					end else if (Intentos_PIN == 3) begin
						prox_estado = 6'b000100;
					end else begin
						prox_estado = 6'b000010;
					end
				end
			end else begin
				prox_estado = 6'b000010;
			end
		end
		6'b000100:
		begin
			BLOQUEO = 1;
			prox_estado = 6'b000100;
		end
		6'b001000:
		begin
			if (TIPO_TRANS) begin
				prox_estado = 6'b010000;
			end else begin
				prox_estado = 6'b100000;
			end
		end
		6'b010000:
		begin
			if (MONTO_STB) begin
				if (BALANCE > MONTO) begin
					BALANCE = BALANCE + -MONTO;
					BALANCE_ACTUALIZADO = 1;
					ENTREGAR_DINERO = 1;
					prox_estado = 6'b0000001;
				end else begin
					FONDOS_INSUFICIENTES = 1;
					prox_estado = 6'b000001;
				end
			end 
		end
		6'b100000:
		begin
			if (MONTO_STB) begin
				BALANCE = BALANCE + MONTO;
				BALANCE_ACTUALIZADO = 1;
				prox_estado = 6'b000001;
			end
		end
		default:
		begin 
			prox_estado = 6'b000001;
		end
	endcase
end
endmodule
==> ./run.sh <==
#!/bin/bash
# OpenROAD 26Q1-2900-gdf79404cd8, Yosys 0.63+post, stock flow scripts
make -C /OpenROAD-flow-scripts/flow DESIGN_CONFIG=/design/flow/config.mk WORK_HOME=/design/flow/orfs finish
==> ./config.mk <==
export PLATFORM = sky130hd
export DESIGN_NAME = atm
export DESIGN_NICKNAME = atm
export VERILOG_FILES = /design/flow/design.v
export SDC_FILE = /design/flow/constraint.sdc
export NUM_CORES = 4
export LEC_CHECK = 1
export CORE_UTILIZATION = 50
==> ./constraint.sdc <==
current_design atm

set clk_period 1.0
set clk_io_pct 0.2

create_clock -name clk0 -period $clk_period [get_ports {CLK}]

set non_clock_inputs [all_inputs -no_clocks]
set_input_delay [expr $clk_period * $clk_io_pct] -clock clk0 $non_clock_inputs
set_output_delay [expr $clk_period * $clk_io_pct] -clock clk0 [all_outputs]
==> flow_metrics.env <==
# physical design summary
export IMPL_place_area_sq_mm=0.00918
export IMPL_worstPathBufferInverterCount=1
export IMPL_switchingPower_mw=2.17
export IMPL_grt_ovfl_total=0
export IMPL_drtPass1Iterations=5
export IMPL_crit_type="in -> reg"
export IMPL_worstSetupStartpointType="input port"
export IMPL_syn_avg_cell_area_sq_um=7.05
export IMPL_xor_share_pct=3.81
export IMPL_wire_per_inst_um=17.4
export IMPL_adder_share_pct=10.5
export IMPL_drtAntennaViolNets=0
export IMPL_hold_start="RESET"
export IMPL_gp_congestion=0.942
export IMPL_internal_power_mw=2.20
export IMPL_cts_tree="built"
export IMPL_ys_sh_mux_pct=2.84
export IMPL_fmax_mhz=1360
export IMPL_portBuffers=63
export IMPL_cap_violations=0
export IMPL_rows=47
export IMPL_p_sw_share_pct=49.6
export IMPL_path_max_fanout=6
export IMPL_warning_count=60
export IMPL_die_w_um=132
export IMPL_slew_violations=0
export IMPL_ctsHoldBuffers=0
export IMPL_edf_count=0
export IMPL_crit_path_top_delay_cell="clkdlybuf4s50_1"
export IMPL_final_util_pct=55.8
export IMPL_netlist_area_sq_mm=0.00850
export IMPL_timing_setup_tns_ns=0
export IMPL_grt_max_degree=68
export IMPL_topCellsByArea="dlxtn_1, ha_1, a21oi_1"
export IMPL_ys_cells=1205
export IMPL_synth_cells=1205
export IMPL_top_area_share_pct=17.2
export IMPL_vias=8859
export IMPL_whs_ns=0.565
export IMPL_hold_end="estado_actual[0]"
export IMPL_drc=0
export IMPL_status="finished clean"
export IMPL_peakVddDrop_mv=0.985
export IMPL_instances_no_fill=1427
export IMPL_cts_post_setup_buffers_inserted=0
export IMPL_pwr_share_comb_pct=72.6
export IMPL_dieArea_sq_mm=0.0175
export IMPL_fin_ws_ns=0.262
export IMPL_cts_clk_slew_worst_paths_ns=0.03
export IMPL_numCtsBuffers=3
export IMPL_antenna_found_initial=0
export IMPL_finalCriticalPeriod_ns=0.738
export IMPL_cp_slowest_stage_delay_ns=0.47
export IMPL_track_usage_pct=29.2
export IMPL_power_density_mw_per_mm2=472
export IMPL_crit_family="buffers and inverters"
export IMPL_arrival_ns=0.85
export IMPL_synthArstFlopShare_pct=0
export IMPL_leakage_nw=3.88
export IMPL_routed_wl_um=24800
export IMPL_die_h_um=132
export IMPL_antenna_cells=0
export IMPL_core_util_floorplan_pct=51.2
export IMPL_finalCritPeriodShare_pct=73.8
export IMPL_ios=64
export IMPL_setup_violations_final=0
export IMPL_viasPerCell=6.21
export IMPL_unconstrained_endpoints=103
export IMPL_worstMarginPinSlew_ns=0.937
export IMPL_end_kind="register"
export IMPL_ys_types=86
export IMPL_path_cells="clkdlybuf4s50_1, and2_1"
export IMPL_yosys_warnings=268
export IMPL_final_cell_area_sq_mm=0.00925
export IMPL_dp_cells=1424
export IMPL_drtIter0Drc=470
export IMPL_hold_violations=0
export IMPL_yosysMostFrequentCell="a21oi_1"
export IMPL_ys_chip_area_sq_mm=0.00850
export IMPL_slew_headroom_pct=37.1
export IMPL_required_ns=1.11
export IMPL_core_region_area_sq_mm=0.0166
export IMPL_grt_pass1_wl_um=41200
export IMPL_grt_setup_unrepaired="no"
export IMPL_nFillCells=1665
export IMPL_htreeDepth=1
export IMPL_clkPwrFrac_pct=14.5
export IMPL_cts_root_buf="clkbuf_16"
export IMPL_yosysTopAreaCell="dlxtn_1"
export IMPL_ys_top_logic_family="AND-OR/OR-AND gates"
export IMPL_min_path_type="in -> reg"
export IMPL_cts_resized=0
export IMPL_synth_top_flop_cell="dlxtn_1"
export IMPL_dp_hpwl_um=18300
export IMPL_hold_path_depth=2
export IMPL_synthTopCellsByCount="a21oi_1, nor2_1, dlxtn_1"
export IMPL_drive_gt1_share_pct=3.98
export IMPL_unclocked_pins=97
export IMPL_ys_sh_simple_pct=24.9
export IMPL_p_seq_share_pct=12.9
export IMPL_syn2layout_area_growth_pct=8.89
export IMPL_synthAoiAreaFrac_pct=32.4
export IMPL_pre_cts_ws_ns=0.0314
export IMPL_first_global_vias=8180
export IMPL_ys_flops=103
export IMPL_clk_path_buf_depth=2
export IMPL_total_power_mw=4.37
how the worst max path moves through the flow:
stage	start	depth (start not counted)	endpoint	slack, ns
5_1_grt	RESET	2	estado_actual[4]	0.23
6_report	RESET	2	estado_actual[4]	0.26
4_1_cts	RESET	2	estado_actual[4]	0.25
power groups by stage:
stage                 combinational [mW]  sequential [mW]  clock, mW
after global routing                3.51            0.577      0.656
final                               3.17            0.562      0.636
after CTS                           3.14            0.563      0.642
cell families (layout without fill, tap and decap cells):
family | count (synthesis) | in the layout
xor+xnor | 37 | 37
buf+inv | 149 | 151
compound gates | 408 | 408
latches | 97 | 97
mux | 24 | 24
simple gates | 414 | 414
fa+ha+maj | 70 | 70
flops | 6 | 6
per-layer routing:
metal	vias to the layer above	share of wire [%]	GRT usage [%]
met5	-	0	0
met4	0	1.2	3.90
met3	20	5.9	2.94
met2	284	46	46.6
met1	4097	47	44.2
li1	4458	-	-
layout make-up:
| cell class | instances | area (sq um) | share of cell area (%) |
|---|---|---|---|
| Sequential cell | 103 | 1580 | 17.0 |
| Tap cell | 220 | 275 | 2.97 |
| Timing Repair Buffer | 73 | 706 | 7.63 |
| Inverter | 75 | 282 | 3.04 |
| Multi-Input combinational cell | 953 | 6340 | 68.5 |
| Clock buffer | 3 | 75.1 | 0.811 |
sequential cells by signal, indices dropped and copies added, names as in the netlist:
signal and flops:
Contador_PIN 3, BALANCE_ACTUALIZADO 1, PIN_usuario 16, FONDOS_INSUFICIENTES 1, BALANCE 64, PIN_INCORRECTO 1
prox_estado 6, ENTREGAR_DINERO 1, BLOQUEO 1, ADVERTENCIA 1, estado_actual 6, Intentos_PIN 2
cell usage in the layout (no fill, tap or decap), types with 24 or more instances in the layout:
master,count
inv_1,70
nor2_1,124
dlxtn_1,97
o21ai_0,44
nor3_1,44
clkdlybuf4s50_1,63
nor4_1,24
a21oi_1,133
ha_1,68
xnor2_1,31
nand2_1,82
Power and IR drop assume default switching activity.
